<file path="design/flow/design.v">
module register #( parameter DATA_WIDTH = 12,
                   parameter N          = 14 )
                  ( clk, rst, enables, in_smpl, out_smpls );
    input wire                      clk, rst;
    input wire  [ N-1:0 ]           enables;
    input wire  [ DATA_WIDTH-1:0 ]  in_smpl; 
    output reg [ N*DATA_WIDTH-1:0 ]  out_smpls;
    genvar i;
    generate
        for ( i = 0; i < N; i = i + 1 ) begin : sample_regs
            always @(posedge clk or posedge rst ) begin
                if ( rst )
                    out_smpls[ i * DATA_WIDTH +: DATA_WIDTH ] 
                        <= {DATA_WIDTH{1'b0}};  
                else if ( enables[ i ] )
                    out_smpls[ i * DATA_WIDTH +: DATA_WIDTH ] 
                        <= in_smpl;
            end
        end
endgenerate
endmodule
</file>
<file path="design/flow/constraint.sdc">
current_design register

set clk_period 1.5
set clk_io_pct 0.2

create_clock -name clk0 -period $clk_period [get_ports {clk}]

set non_clock_inputs [all_inputs -no_clocks]
set_input_delay [expr $clk_period * $clk_io_pct] -clock clk0 $non_clock_inputs
set_output_delay [expr $clk_period * $clk_io_pct] -clock clk0 [all_outputs]
</file>
<file path="design/flow/run.sh">
#!/bin/bash
# OpenROAD 26Q1-2900-gdf79404cd8, Yosys 0.63+post, stock flow scripts
make -C /OpenROAD-flow-scripts/flow DESIGN_CONFIG=/design/flow/config.mk WORK_HOME=/design/flow/orfs finish
</file>
<file path="design/flow/config.mk">
export PLATFORM = sky130hd
export DESIGN_NAME = register
export DESIGN_NICKNAME = register
export VERILOG_FILES = /design/flow/design.v
export SDC_FILE = /design/flow/constraint.sdc
export NUM_CORES = 4
export LEC_CHECK = 1
export CORE_UTILIZATION = 30
</file>
==> flow_summary.json <==
{
  "worstPathMaxFanout": 2,
  "ctsHoldBuffers": 0,
  "path_buffers": 1,
  "cp_data_required_time_ns": 1.20,
  "pwr-share-seq": 0.468,
  "fmax_ghz": 0.7340,
  "layout_worst_path_cycle_share": 0.9083,
  "ys_seq_frac": 0.6671,
  "chipHeight_microns": 146.9,
  "dpl.hpwl_mm": 10.94,
  "h-tree-depth": 4,
  "synth_flops": 168,
  "cts_tree": "yes",
  "grt_use_met1": 0.2308,
  "grt_first_pass_wirelength_mm": 24.87,
  "tns_ns": 0,
  "vdd_drop_max_mv": 0.7259,
  "io_buffer_count": 195,
  "netlist_instances": 363,
  "cts_made_buffers": 17,
  "power_density_nw_per_um2": 1179,
  "tightest_slew_ns": 0.3680,
  "die_w_microns": 146.9,
  "max-slew-margin-rel": 0.7542,
  "use_met3": 0.04216,
  "drc": 0,
  "cts_buffer_depth": 2,
  "ys_area_sq_um": 6302,
  "post-route-util": 0.4615,
  "fp_util": 0.3085,
  "cap_violations": 0,
  "r2r_end": "out_smpls[78]$_DFFE_PP0P_",
  "regMostFlops": "out_smpls",
  "crit_slowest_cell": "dfrtp_1",
  "hold_class": "primary input to asynchronous set/reset pin",
  "gr-total-overflow": 0,
  "cp_cell_sequence": "dlygate4sd2_1",
  "layout-drive-gt1-share": 0.4138,
  "grt_busiest_layer": "met2",
  "p_int_mw": 8.613,
  "switchingPower_mw": 2.499,
  "dp.cells": 836,
  "grt_max_degree": 47,
  "antenna_found_initial": 0,
  "syn_area_sq_um": 6302,
  "n_antenna_cell": 0,
  "yosys_warnings": 1,
  "synth_area_per_cell_sq_um": 17.36,
  "finClkSkew_ns": 0,
  "grt_pass1_vias": 4283,
  "largest_reg_flops": 168,
  "r2r_slack_ns": 0.62,
  "p_comb_frac": 0.141,
  "core_sq_um": 20430,
  "status": "finished clean",
  "cp-start-kind": "flop",
  "cts-root-buf": "clkbuf_16",
  "clkSlewWorstSetupHoldPaths_ns": 0.06,
  "finalHoldViolations": 0,
  "final_cell_mix": "168 x mux2_2, 168 x dfrtp_1, 168 x dlygate4sd2_1, 39 x buf_4, 27 x clkdlybuf4s50_1",
  "totalWireLength_mm": 15.25,
  "fp-row-count": 52,
  "fin_crit_ns": 1.362,
  "ff2ff_path_depth": 2,
  "yosysCellCount": 363,
  "syn_to_final_growth_pct": 49.61,
  "clk_latency_ns": 0.41,
  "grt_usage": 0.1545,
  "antenna_left": 0,
  "cts.sinks": 168,
  "tool_warnings": 26,
  "drt_first_iter_violations": 55,
  "pwr-share-clk": 0.391,
  "reg_top3": "out_smpls (168)",
  "grt.met2_usage": 0.2393,
  "viasPerCell": 4.370,
  "io_pins": 196,
  "swShare": 0.2249,
  "rsz0062_at_grt": "no",
  "num_vias": 3894,
  "wire_per_inst_microns": 17.12,
  "synth.distinct_cells": 5,
  "layout.cells.non_filler": 891,
  "slew_violations": 0,
  "cp_top_family": "flip-flops",
  "drt_first_pass_iters": 4,
  "timing.rr.start": "out_smpls[78]$_DFFE_PP0P_",
  "finalSetupViolCount": 0,
  "die_area_sq_um": 21590,
  "gp_congestion": 0.7652,
  "crit_path_end_kind": "output pin",
  "cpPeakStageDelay_ns": 0.39,
  "crit_type": "flop to output pin",
  "leakagePower_nw": 4.263,
  "arrival_ns": 1.06
}
## layout make-up
| class | instances | area, sq um |
|---|---|---|
| Timing Repair Buffer | 252 | 2395 |
| Clock buffer | 20 | 456.7 |
| Inverter | 1 | 7.507 |
| Clock inverter | 12 | 136.4 |
| Multi-Input combinational cell | 168 | 1892 |
| Sequential cell | 168 | 4204 |
| Fill cell | 1859 | 11000 |
| Tap cell | 270 | 337.8 |
## synth_stat cells
master | instances | area share
clkbuf_1 | 12 | 0.0071
buf_6 | 14 | 0.025
dfrtp_1 | 168 | 0.67
mux2_2 | 168 | 0.30
inv_1 | 1 | 0.00060
## through the flow
step	power [mW]	worst slack [ns]	hold slack (ns)	area, sq um
floorplan	5.785	-0.9407	0.4516	6306
global placement	7.095	0.07335	0.4895	8874
detailed placement	7.125	0.05451	0.4944	8874
CTS	11.30	0.1053	0.2574	9429
global route	11.70	0.06516	0.2523	9429
finish	11.11	0.1376	0.2581	9429
## worst max path at each step
| stage | from | end | slack (ns) | cells past startpoint |
|---|---|---|---|---|
| CTS | out_smpls[134]$_DFFE_PP0P_ | out_smpls[134] | 0.11 | 1 |
| global route | out_smpls[130]$_DFFE_PP0P_ | out_smpls[130] | 0.07 | 1 |
| finish | out_smpls[131]$_DFFE_PP0P_ | out_smpls[131] | 0.14 | 1 |
## power groups by stage
stage	logic (mW)	registers, mW	clock network, mW
global route	1.72	5.27	4.71
CTS	1.61	5.21	4.48
finish	1.56	5.20	4.35
## logic make-up after synthesis
kind of cell | Yosys count | share of synthesized area
buffers and inverters | 27 | 0.03276
muxes | 168 | 0.3002
DFF | 168 | 0.6671
## layer usage
| layer | up-vias | share of wire |
|---|---|---|
| li1 | 1772 | - |
| met1 | 1988 | 0.45 |
| met2 | 123 | 0.47 |
| met3 | 11 | 0.064 |
| met4 | 0 | 0.015 |
| met5 | - | 0 |
## what timing repair did
item                       4_1_cts  5_1_grt
setup endpoints to repair      168        0
resized                        168        0
buffers inserted                23        0
No activity file was given, so power comes from the tool's default toggle rates.
