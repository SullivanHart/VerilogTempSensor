==> flow/config.mk <==
export PLATFORM = sky130hd
export DESIGN_NAME = mux2_1
export DESIGN_NICKNAME = mux2_1
export VERILOG_FILES = /design/flow/design.v
export SDC_FILE = /design/flow/constraint.sdc
export NUM_CORES = 4
export LEC_CHECK = 1
export CORE_AREA = 10 10 70 70
export DIE_AREA = 0 0 80 80
==> flow/constraint.sdc <==
current_design mux2_1

set clk_period 1.0
set clk_io_pct 0.2

create_clock -name clk0 -period $clk_period

set non_clock_inputs [all_inputs -no_clocks]
set_input_delay [expr $clk_period * $clk_io_pct] -clock clk0 $non_clock_inputs
set_output_delay [expr $clk_period * $clk_io_pct] -clock clk0 [all_outputs]
==> flow/design.v <==
module mux2_1 #( parameter DATA_WIDTH = 10 )
               ( d0, d1, s, q );
    input                         s;
    input      [ DATA_WIDTH-1:0 ] d0, d1; 
    output reg [ DATA_WIDTH-1:0 ] q;
    always @( d0, d1, s )
        if( s == 0 )
            q = d0;
        else
            q = d1;
endmodule
==> flow/run.sh <==
#!/bin/bash
# OpenROAD 26Q1-2900-gdf79404cd8, Yosys 0.63+post, stock flow scripts
make -C /OpenROAD-flow-scripts/flow DESIGN_CONFIG=/design/flow/config.mk WORK_HOME=/design/flow/orfs finish
==> run notes <==
The layout was made with Yosys and OpenROAD.

The internal power is about 0.00016 W. The area of the multi-input gates is 150 sq um. The number of warnings reported in the stage logs is 34.

The launch point of the worst hold path is d0[5]. The leakage component of the power is 0.273 nW. The max-capacitance violation count is 0.

Yosys reports that the leading cell type by area covers between 90 and 100% of the netlist area. The kind of capture point of the worst setup path is an output pin. Setup repair after global routing could not meet its margin everywhere. The per-instance average area after synthesis is 14.7 sq um. Counting the warning lines in the Yosys log gives 1.

The script logs the mean routed wire length per placed instance as 11.1 um. The number of nets with antenna violations after detailed routing is 0. The final reports fail on setup timing. For reference, the critical path cell chain is buf_8 > buf_12 > mux2_4 > buf_6. The worst hold path was traced through 3 stages.

In the routed netlist, the antenna diode instances number 0. Looking at the power breakdown, sequential logic takes 0% of the total. The layout has 0 clock buffers. The layout has 399 filler cells. The worst hold path belongs to the class input port to output pin. The die is 80 um wide. Looking at the power breakdown, combinational cells take 100.0% of the total. The delay of the slowest cell on the worst path is 0.29 ns. Sorting the synthesized cells by area gives the leading types as sky130_fd_sc_hd__mux2_4 93%, sky130_fd_sc_hd__buf_6 7.0%. The clock network is responsible for 0% of the overall power. The number of cells in the yosys synthesis report is 11. The share of the core filled by cells before placement is 4.73%. The slew at the pin closest to its max-slew limit is 0.0612 ns. The via count is 219. The detailed router reported a total wirelength of 990 um. The first global-routing pass estimated 1440 um of wire. The worst setup path is of the input port to output pin kind. The synthesized netlist occupies a cell area of 161 sq um. The utilization of the core after routing is 16.0%. The post-synthesis sequential area ratio is 0%.

For this design the total switching power over the nets is 0.0000457 W. In this run the full chip footprint comes out at 6400 sq um. After floorplanning, the core was sized to cover 3420 sq um.

Ranking logic cells in the layout by count gives the top entries 20 x sky130_fd_sc_hd__dlygate4sd2_1, 10 x sky130_fd_sc_hd__mux2_4, 8 x sky130_fd_sc_hd__buf_6, 2 x sky130_fd_sc_hd__buf_2. The maximum fanout count along the critical path is 5. The tightest slew margin relative to the limit is 95.9%. The fraction of power spent switching nets is a little under a quarter. The via count of the first global-routing pass is 254. Setup slack on the critical path of the routed design comes to -0.0456 ns.

The run finished, with violations left. After detailed routing, the number of remaining DRC violations is 0. After synthesis, the chip area reported by Yosys is about 160 sq um. The height of the chip is 80 um. The total overflow left after global routing is 0. For this run, the detailed router's first-pass iteration total came to 1. Max-slew check failures listed in the final report amount to 0. STA classifies the critical path startpoint as an input port. Per the final timing report, the hold violations number 0.

The largest net degree at the start of global routing is 6. The post-cts hold-fix buffer tally is 0. The data arrival time at the worst-slack endpoint is 0.85 ns. The shortest period the worst path allows is 1.05 ns. The distinct cell type count of the synthesized netlist is 2. The total global-route track usage is 2.89%. Per the gpl log, the routability congestion estimate is between 0.6 and 0.7.

The timing-limited maximum frequency is 0.956 GHz. Compared with the post-synthesis result, the final layout area differs by 238%. The total setup violations reported at the end of the flow is 10. The total power divided by cell area is 372 nW/um^2.

The initial antenna violation count was 0. According to the cell report, flip-flops and latches in the layout number 0. At the worst endpoint, the required time is ~0.8 ns. The sequential cell area in the final layout is 0 sq um.

Detailed-route iteration 0 reported a violation count of 0. 31 I/O pins were placed. The most used logic cell in the final layout is sky130_fd_sc_hd__dlygate4sd2_1.

The count of buffers inserted at the top-level ports is 31. The average via count per standard cell is between 2 and 2.5. The slowest stage of the critical path belongs to the cell sky130_fd_sc_hd__mux2_4. Adding up every negative setup slack in the final design gives -0.403 ns. The final cycle utilization of the critical path is 105%. Counting every instance in the synthesized netlist gives 11. The destination of the worst hold path is q[5].

The ratio of cells with drive above 1 in the final layout is 53.5%. After floorplanning, the core was divided into 21 placement rows. The highest ir drop seen on vdd is between 0.1 and 0.15 mV. The cell taking the most area after synthesis is sky130_fd_sc_hd__mux2_4.
cell usage after synthesis:
cell,instances
sky130_fd_sc_hd__mux2_4,10
sky130_fd_sc_hd__buf_6,1
critical path, delay by kind of cell:
kind	cells	cell delay (ns)
multiplexers	1	0.29
buffers and inverters	3	0.35
metal layers:
metal	vias to the layer above	track usage [%]	wire, um
li1	108	-	-
met1	90	3.82	445
met2	21	4.25	391
met3	0	1.59	153
met4	0	0	0
met5	-	0	0
stage by stage:
| stage | instances | area [sq um] | hold WS [ns] | setup WS, ns | power, W |
|---|---|---|---|---|---|
| global placement | 88 | 538 | 1.44 | -0.824 | 0.000217 |
| detailed placement | 88 | 538 | 1.44 | -0.824 | 0.000219 |
| finish | 89 | 546 | 0.794 | -0.0456 | 0.000203 |
| CTS | 89 | 539 | 0.799 | -0.0560 | 0.000207 |
| floorplan | 11 | 161 | 0.502 | 0.172 | 0.0000598 |
| global route | 89 | 546 | 0.817 | -0.0657 | 0.000221 |
cell type report:
| cell class | instances | share of cell area, % |
|---|---|---|
| Timing Repair Buffer | 33 | 61.9 |
| Multi-Input combinational cell | 10 | 27.5 |
| Tap cell | 46 | 10.6 |
power groups by stage:
stage / clock network, W / logic (W) / registers, W
4_1_cts: 0 / 0.000207 / 0
5_1_grt: 0 / 0.000221 / 0
6_report: 0 / 0.000203 / 0
what timing repair did:
item,CTS,global route
cloned,1,0
buffers inserted,0,0
endpoints found under the setup margin,10,10
gates resized,67,1
worst max-delay path by stage:
stage | startpoint | to | slack (ns) | cells past startpoint
CTS | s | q[7] | -0.06 | 4
finish | s | q[7] | -0.05 | 4
global route | s | q[7] | -0.07 | 4
cells by family after synthesis:
kind of cell  share of synthesized area, %
mux                                   93.0
buf+inv                               6.98
Power and IR drop assume default switching activity.
