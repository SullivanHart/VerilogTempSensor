### ./design.v
module dff  #( parameter DATA_WIDTH = 12,
               parameter RESET_VAL  = {DATA_WIDTH{1'b0}} )
             ( clk, rst, en, d, q );
    input                           clk, rst, en;
    input      [ DATA_WIDTH-1:0 ]   d; 
    output reg [ DATA_WIDTH-1:0 ]   q;
    always @ ( posedge clk or posedge rst ) begin
        if ( rst )
            q <= RESET_VAL;
        else if (en)
            q <= d;
    end
endmodule
### ./run.sh
#!/bin/bash
# OpenROAD 26Q1-2900-gdf79404cd8, Yosys 0.63+post, stock flow scripts
make -C /OpenROAD-flow-scripts/flow DESIGN_CONFIG=/design/flow/config.mk WORK_HOME=/design/flow/orfs finish
### ./config.mk
export PLATFORM = sky130hd
export DESIGN_NAME = dff
export DESIGN_NICKNAME = dff
export VERILOG_FILES = /design/flow/design.v
export SDC_FILE = /design/flow/constraint.sdc
export NUM_CORES = 4
export LEC_CHECK = 1
export CORE_AREA = 10 10 71 71
export DIE_AREA = 0 0 81 81
### ./constraint.sdc
current_design dff

set clk_period 1.1
set clk_io_pct 0.2

create_clock -name clk0 -period $clk_period [get_ports {clk}]

set non_clock_inputs [all_inputs -no_clocks]
set_input_delay [expr $clk_period * $clk_io_pct] -clock clk0 $non_clock_inputs
set_output_delay [expr $clk_period * $clk_io_pct] -clock clk0 [all_outputs]
==> summary.txt <==
flow finished, numbers: drt pass-1 iters=2, ANT cells=0, worst reg2reg path endpoint=q[3], CP Capture Type=output port, CP startpoint kind=register, first-pass GRT wire length=between 2000 and 2500 µm, final-report setup violation count=0, Root Buffer=clkbuf_8, DP Worst Slack=-0.250 ns, internal power=about 0.93 mW, Worst R2R Setup Slack=between 0.1 and 0.15 ns, AO/OA Area Share=0%, Tmin final=1.06 ns, Levels on crit path=1, Final GP Congestion=about 0.66, cycle use final=between 90 and 100%, Main logic family=multiplexers, CP Class=register to output port, FMAX=approximately 940 MHz, Tot Pwr=between 1 and 1.5 mW, worst-path fanout max=2, Seq share, synth=61.5%, WP data arrival=about 0.84 ns, Initial Util=around 13%, vias per cell=~3, Final Slew Violations=0, Slowest cell on crit path=dfrtp_1, largest net degree at the start of global routing=13, H-tree depth=1, Largest regs=q x12, Layout area overhead=94.1%, clk latency of the worst-skew pair=0.23 ns, combinational group share of total power=a little under a quarter, clk slew on worst S/H paths=about 0.050 ns, Sw Share=~18%, Wirelength per Cell=~11 µm, CTS Buffer Depth=2, die height=81 µm, maxcap violations=0, Slew Limit Headroom=89.6%, Adder Area Share=0%, Pwr Density=~1200 nW/µm², Final Hold Viols=0, layout cells sized above 1=a little over two fifths, Sequential Power Share=between 40% and 50%, XOR Share, Synth=0%, port bufs=26, CP bufs+invs=1, Critical R2R Launch=q[3], vias in the first global route=about 420, Worst Path Required=about 0.9 ns, Post-Syn Area=~490 µm², filler cell count=about 400, core area=roughly 3600 µm², post-route setup slack=between 0.04 and 0.05 ns, placed cell count=102, CP peak stage delay=around 0.36 ns, critical-path cell list=dlygate4sd2_1, Post-DP Area=about 800 µm², Routed Antenna Nets=0, Finished Layout Cells=between 100 and 150, chip area=6560 µm², Die X=approximately 81 µm, Final Skew=0 ns, Num CTS Buffers=3, NetSw=0.210 mW, Setup crit end=q[9], Mean Syn Cell Area=between 15 and 20 µm², routed vias=approximately 350, Yosys cell types=5, Mapped Cells=26, number of flip-flops in the largest register=12, Simple-Gate Area Share=0%, Setup TNS=0 ns, Clock Power Share=32.4%, row count=22, Ports=27, grt total ovfl=0, Initial DRC Count=7, synth warn=1, antenna violations before repair=0, clock sinks=12, mux share of post-synthesis cell area=a little over a third, DRC=0, routed wire length=1290 µm, status=complete, no violations, P_leak=approximately 0.45 nW, Most flops, register=q, CP Launch Point=q[9], tool warnings=26, YS chip area=between 400 and 500 µm², worst vdd ir=0.378 mV, CTS tree=built, Hold Crit Class=input pin to async pin, design area=between 900 and 1000 µm², Flops after synth=12, Crit path max-delay family=flip-flops, Worst R2R Path Depth=3, Slew @ Worst Pin=roughly 0.16 ns, GRT Total Usage=~4.2%, yosys cell count=26
[through the flow]
step | utilization, % | hold WS (ns)
finish | 26.1 | 0.285
detailed placement | 22.6 | 0.495
CTS | 25.2 | 0.287
global route | 26.1 | 0.340
global placement | 22.6 | 0.498
floorplan | - | 0.0847
[synthesized netlist by cell type]
master   instances  area (µm²)
dfrtp_1         12         300
mux2_4          10         150
mux2_2           2        22.5
buf_6            1        11.3
inv_1            1        3.75
[routing by layer]
| layer | global-route usage (%) | vias to the layer above | routed length, µm |
|---|---|---|---|
| li1 | - | 174 | - |
| met1 | 4.27 | 160 | 442 |
| met2 | 7.17 | 14 | 668 |
| met3 | 3.01 | 0 | 182 |
| met4 | 0.346 | 0 | 0 |
| met5 | 0 | - | 0 |
[power by group through the flow]
stage	Clock (mW)	Sequential (mW)	Combinational, mW
after CTS	0.391	0.507	0.255
final	0.370	0.508	0.264
after global routing	0.421	0.517	0.288
[how the worst min path moves through the flow]
stage / end / slack (ns) / cells after the start
global route: q[10] / 0.34 / 3
CTS: q[4] / 0.29 / 3
finish: q[4] / 0.28 / 3
[logic make-up (layout without fill, tap and decap cells)]
logic type	after synthesis	after routing
buffers and inverters	2	44
multiplexers	12	12
flip-flops	12	12
[placed cells by master (no fill, tap or decap)]
cell and n:
dlymetal6s2s_1 1, clkdlybuf4s15_1 7, buf_4 12, clkdlybuf4s50_1 13
dlygate4sd2_1 5, dfrtp_1 12, buf_6 2, inv_1 1
mux2_4 10, clkbuf_8 3, mux2_2 2
[layout make-up]
type                            instances  area [µm²]  share of cell area, %
Timing Repair Buffer                   40         369                   39.0
Sequential cell                        12         300                   31.7
Multi-Input combinational cell         12         173                   18.2
Tap cell                               48        60.1                   6.34
Clock buffer                            3        41.3                   4.36
Inverter                                1        3.75                  0.396
[timing repair]
item                                   4_1_cts  5_1_grt
hold buffers                                 0        0
endpoints found under the hold margin        0        0
gates resized                               13        9
setup buffers                                9        2
setup endpoints to repair                   13       17
cloned                                       0        0
Power and IR drop assume default switching activity.
